### ./constraint.sdc
current_design top

set clk_period 11.6
set clk_io_pct 0.2

create_clock -name clk0 -period $clk_period [get_ports {clk}]

set non_clock_inputs [all_inputs -no_clocks]
set_input_delay [expr $clk_period * $clk_io_pct] -clock clk0 $non_clock_inputs
set_output_delay [expr $clk_period * $clk_io_pct] -clock clk0 [all_outputs]
### ./design.v
`timescale 1ns / 1ps
module iir (input logic clk, rst, 
        input logic signed  [10:0] x,
        output logic signed [10:0] z);
logic signed [10:0] yreg;
logic signed [10:0] y_intermedia;
always_ff @(posedge clk)
begin
        if (rst)
                yreg <= '0;
        else
                yreg <=x;
end
iir_section1 iir1 (.clk(clk),.rst(rst),.x(yreg),.y(y_intermedia));
iir_section2 iir2 (.clk(clk),.rst(rst),.x(y_intermedia),.y(z));
endmodule
`timescale 1ns / 1ps
module iir_section1 (input logic clk, rst, 
        input logic signed  [10:0] x,
        output logic signed [10:0] y);
localparam logic signed [11:0] b0=12'sb000000011100;
localparam logic signed [11:0] b1=12'sb000000100001;
localparam logic signed [11:0] b2=12'sb000000011100;
localparam logic signed [11:0] ma1=12'sb011000101001;  
localparam logic signed [11:0] ma2=12'sb110101101110;  
localparam logic signed [20:0] round_const=21'sb000000000001000000000;  
logic signed [10:0] x1;
logic signed [10:0] x2;
logic signed [10:0] y0;
logic signed [10:0] y1;
logic signed [10:0] y2;
logic signed [22:0] t0;
logic signed [22:0] t1;
logic signed [22:0] t2;
logic signed [22:0] t3;
logic signed [22:0] t4;
logic signed [22:0] tout;
logic signed [20:0] t_troncato;
logic signed [20:0] temp;
always_ff @(posedge clk)
begin
        if (rst)
                begin
                        x1<='0;
                        x2<='0;
                        y<='0;
                        y1<='0;
                        y2<='0;       
                end
        else
                begin
                        x1<=x;
                        x2<=x1;
                        y2<=y1;
                        y1<=y0;
                        y<=y0;
                end
end
assign t0 = b0*x;
assign t1= x1 * b1;
assign t2 = x2 * b2;
assign t3 = y1 * ma1;
assign t4 = y2 * ma2;
assign tout = t0 + t1 + t2 + t3 + t4;
assign t_troncato = signed '(tout[20:0]);
assign temp = t_troncato + round_const;
assign y0 = signed '(temp[20:10]);
endmodule
`timescale 1ns / 1ps
module iir_section2 (input logic clk, rst, 
        input logic signed  [10:0] x,
        output logic signed [10:0] y);
localparam logic signed [11:0] b0=12'sb000000101111;
localparam logic signed [11:0] b1=12'sb111111110010;
localparam logic signed [11:0] b2=12'sb000000101111;
localparam logic signed [11:0] ma1=12'sb011000001000;
localparam logic signed [11:0] ma2=12'sb110010001111;
localparam logic signed [20:0] round_const=21'sb000000000001000000000; 
logic signed [10:0] x1;
logic signed [10:0] x2;
logic signed [10:0] y0;
logic signed [10:0] y1;
logic signed [10:0] y2;
logic signed [22:0] t0;
logic signed [22:0] t1;
logic signed [22:0] t2;
logic signed [22:0] t3;
logic signed [22:0] t4;
logic signed [22:0] tout;
logic signed [20:0] t_troncato;
logic signed [20:0] temp;
always_ff @(posedge clk)
begin
        if (rst)
                begin
                        x1<='0;
                        x2<='0;
                        y<='0;
                        y1<='0;
                        y2<='0;       
                end
        else
                begin
                        x1<=x;
                        x2<=x1;
                        y2<=y1;
                        y1<=y0;
                        y<=y0;
                end
end
assign t0 = b0*x;
assign t1= x1 * b1;
assign t2 = x2 * b2;
assign t3 = y1 * ma1;
assign t4 = y2 * ma2;
assign tout = t0 + t1 + t2 + t3 + t4;
assign t_troncato = signed '(tout[20:0]);
assign temp = t_troncato + round_const;
assign y0 = signed '(temp[20:10]);
endmodule
`timescale 1ns / 1ps
module aso (input logic clk, rst, 
        input logic signed  [10:0] z,
        output logic signed [11:0] p);
localparam logic signed [21:0] round_const=signed'({12'b0,1'b1, 9'b0});
logic signed [10:0] z0,z1,z2,z3,z4,t1;
logic signed [21:0] t2,temp;
logic signed [11:0] p1;
always_ff @(posedge clk)
begin
        if (rst)
                begin
                        z0<='0;
                        z1<='0;
                        z2<='0;
                        z3<='0;
                        z4<='0;
                        p<='0;
                end
        else
                begin
                        z0<=z;
                        z1<=z0;
                        z2<=z1;
                        z3<=z2;
                        z4<=z3;
                        p<=p1;
                end
end
always_comb 
begin
        t1 = z0-z4;
        t2 = t1 * z0;
        temp = t2 + round_const;
        p1 = signed'(temp[21:10]);
end
endmodule
`timescale 1ns / 1ps
module enfasi (input logic clk, rst,
               input logic signed  [10:0] z,
               output logic signed [11:0] q);
logic signed [11:0] p;
aso D1 (.clk(clk),.rst(rst),.p(p),.z(z));
fir D2 (.clk(clk),.rst(rst),.p(p),.q(q));
endmodule
`timescale 1ns / 1ps
module fir (input logic clk, rst, 
        input logic signed  [11:0] p,
        output logic signed [11:0] q);
localparam logic signed [9:0] b0=10'sb0000010101;
localparam logic signed [9:0] b1=10'sb0001000011;
localparam logic signed [9:0] b2=10'sb0010101010;
localparam logic signed [9:0] b3=10'sb0011111101;
localparam logic signed [9:0] b4=10'sb0011111101;
localparam logic signed [9:0] b5=10'sb0010101010;
localparam logic signed [9:0] b6=10'sb0001000011;
localparam logic signed [9:0] b7=10'sb0000010101;
localparam logic signed [21:0] round_const=signed'({12'b0,1'b1, 9'b0});
logic signed [11:0] p0,p1,p2,p3,p4,p5,p6,p7,q1;
logic signed [21:0] r0,r1,r2,r3,r4,r5,r6,r7,t_sum,temp;
always_ff @(posedge clk)
begin
        if (rst)
                begin
                        p0<='0;
                        p1<='0;
                        p2<='0;
                        p3<='0;
                        p4<='0;
                        p5<='0;
                        p6<='0;
                        p7<='0;
                        q<='0;
                end
        else
                begin
                        p0<=p;
                        p1<=p0;
                        p2<=p1;
                        p3<=p2;
                        p4<=p3;
                        p5<=p4;
                        p6<=p5;
                        p7<=p6;
                        q<=q1;
                end
end
always_comb 
begin
        r0 = b0 * p0;
        r1 = b1 * p1;
        r2 = b2 * p2;
        r3 = b3 * p3;
        r4 = b4 * p4;
        r5 = b5 * p5;
        r6 = b6 * p6;
        r7 = b7 * p7;
        t_sum = r0+r1+r2+r3+r4+r5+r6+r7;
        temp = t_sum + round_const;
        q1 = signed '(temp[21:10]);
end
endmodule
`timescale 1ns/1ps
module top (input logic clk, rst,
            input logic enable, din,
            input logic signed [10:0] x,
            output logic spike);
logic signed [10:0] output_iir;
logic signed [11:0] output_enfasi;
iir blocco1 (.clk(clk),.rst(rst),.x(x),.z(output_iir));
enfasi blocco2(.clk(clk),.rst(rst),.z(output_iir),.q(output_enfasi));
detector blocco3(.clk(clk),.rst(rst),.enable(enable),.din(din),.q(output_enfasi),.spike(spike));
endmodule
`timescale 1ns/1ps
module detector(input logic clk, rst,
               input logic enable, din,
               input logic signed [11:0] q,
               output logic spike);
logic signed [11:0] soglia;
ser_par m1 (.*);
fsm m2 (.*);
endmodule
`timescale 1ns/1ps
module fsm(input logic clk, rst,
          input logic signed [11:0] q, soglia,
          output logic spike);
typedef enum logic [2:0] {S0, S1, S2, S3, S4, Z2, Z3} stato_t;
stato_t stato_corrente, stato_futuro;
logic r;
always_comb 
    begin
        if (q>=soglia)
            r = 1'b 1;
        else
            r = 1'b 0;
    end
always_comb
    begin
        case (stato_corrente)
            S0: stato_futuro = (r)?S1:S0;
            S1: stato_futuro = (r)?S2:Z2;
            S2: stato_futuro = (r)?S3:Z3;
            S3: stato_futuro = S4;
            S4: stato_futuro = (r)?S4:S0;
            Z2: stato_futuro = (r)?S0:Z3;
            Z3: stato_futuro = (r)?S4:S0;
            default:
                stato_futuro = S0;
        endcase
    end
always_ff @(posedge clk)
    begin
        if (rst)
            stato_corrente <= S0;
        else
            stato_corrente <= stato_futuro;
    end
    assign spike = stato_corrente == S4;
endmodule
`timescale 1ns/1ps
module ser_par(input logic clk, rst,
               input logic enable, din,
               output logic signed [11:0] soglia);
logic signed [11:0] temp;
always_ff @(posedge clk)
begin
    if (rst)
        begin
            temp <='0;
        end
    else if (enable)
        begin
            temp[11:1]<=temp[10:0];
            temp[0]<=din;
        end
end
assign soglia = temp;
endmodule
### ./config.mk
export PLATFORM = sky130hd
export DESIGN_NAME = top
export DESIGN_NICKNAME = top
export VERILOG_FILES = /design/flow/design.v
export SDC_FILE = /design/flow/constraint.sdc
export NUM_CORES = 4
export LEC_CHECK = 1
export CORE_UTILIZATION = 50
### ./run.sh
#!/bin/bash
# OpenROAD 26Q1-2900-gdf79404cd8, Yosys 0.63+post, stock flow scripts
make -C /OpenROAD-flow-scripts/flow DESIGN_CONFIG=/design/flow/config.mk WORK_HOME=/design/flow/orfs finish
==> job_summary.md <==
### Metrics collected by this job

| Metric | Value |
|---|---|
| Top cell area share | 0.381 |
| Critical Path Source Type | flip-flop |
| IO buf count | 15 |
| Syn-to-layout area delta | 6.50% |
| FMAX | 102 MHz |
| All-Layer GR Usage | 0.236 |
| Cell Rows | 111 |
| Synthesized cell area | roughly 46000 um2 |
| TritonCTS clock tree | yes |
| Slew headroom | 0.469 |
| Post-Syn Area per Cell | around 10 um2 |
| Diode count | 0 |
| First-pass GRT wire length | between 150000 and 200000 um |
| Ys cells | 4592 |
| Fp util | 0.504 |
| Worst hold slack | about 0.43 ns |
| Worst Skew | 0.0178 ns |
| Die Wd | 306 um |
| Cycle use final | 0.843 |
| Final Hold Vio Count | 0 |
| Tool warning count | ~78 |
| Final WL | between 90000 and 100000 um |
| Layout cells sized above 1 | 0.0290 |
| Crit. Startpoint | blocco2.D2.p2[5] |
| Antenna-violating nets left | 0 |
| Worst Hold Class | flip-flop to flip-flop |
| Ranking of synthesized cells by area | fa_1 38%, ha_1 23%, dfxtp_1 12% |
| Pre-antenna DRT Iters | 4 |
| Post_cts resized | 0 |
| Pin count of the biggest net entering global routing | 84 |
| Kind of critical path | flip-flop to flip-flop |
| DR iter-0 viols | 707 |
| Worst R2R Start | blocco2.D2.p2[5] |
| FF+latch count, synth | 271 |
| Clock root buffer | clkbuf_16 |
| Cells after synthesis | 4592 |
| Initial antenna violation count | 1 |
| Number of enable flip-flop cells | 0 |
| H-tree depth | 2 |
| Sink Count | 271 |
| Crit Path Max Fanout | 5 |
| DR WL/cell | 16.2 um |
| Die ar. | 93700 um2 |
| Area leader, netlist | fa_1 |
| Yosys Warn Count | 7 |
| Grt ovf | 0 |
| Placed instance area | 48000 um2 |
| Crit path capture type | flip-flop |
| RSZ-0062 raised after global routing | no |
| Final TNS setup | 0 ns |
| Clock transition at the registers of the reported paths | about 0.060 ns |
| DRC errors left | 0 |
| Post-CTS setup buffers | 0 |
| Core area | 91700 um2 |
| Finished Cell Area | 49200 um2 |
| Fin crit period | between 9 and 10 ns |
| Fillers | 8168 |
| # IOs | 16 |
| Fin. max-slew vios | 0 |
| Max incr delay on CP | 0.53 ns |
| Min-delay src | blocco2.D1.z3[5] |
| RePlAce Congestion | 0.892 |
| Yosys cell types | 67 |
| Vias in the first global route | 30.4k |
| Chip height | 306 um |
| Arr. time, crit path | approximately 10 ns |
| CP most frequent cell | fa_1 |
| Max Root-Sink Buffers | 3 |
| Max-cap violations | 0 |
| Worst setup margin | 1.82 ns |
| Setup slack after placement | ~1.8 ns |
| Final setup violation count | 0 |
| DP Wirelength | around 80000 um |
| Hold Buf Count CTS | 0 |
| Vias post-DR | 27.6k |
| Seq share, synth | 0.117 |
| Asr flop ratio synth | 0 |
| Slowest CP cell | fa_1 |
| TritonCTS Buffers | 38 |
| Chip Area, Yosys | 46200 um2 |
| Commonest flop | dfxtp_1 |
| DR vias/cell | 4.72 |
| Worst-margin pin slew | 0.793 ns |
| Late-Pin Clk Latency | 0.58 ns |
| CP required | 12.04 ns |
| Status | finished, final reports clean |
[through the flow]
step           cells   util
2_1_floorplan   4592      -
3_3_place_gp    5780  0.523
4_1_cts         5844  0.537
5_1_grt         5844  0.537
3_5_place_dp    5780  0.523
6_report        5844  0.537
[metal layers]
metal,GRT usage,vias to the layer above,wire length [um]
li1,-,13700,-
met1,0.340,13300,40000
met2,0.379,433,46200
met3,0.0641,103,5850
met4,0.0443,2,2400
met5,0,-,13
[critical path, delay by kind of cell, from the launching register on]
| kind | cells | cell delay, ns |
|---|---|---|
| adders and majority gates | 15 | 6.35 |
| and+or+nand+nor | 3 | 0.44 |
| buffers and inverters | 9 | 0.45 |
| xor gates and xnor gates | 2 | 0.26 |
| DFF | 1 | 0.44 |
| AOI/OAI and AO/OA | 9 | 1.70 |
[kinds of logic after synthesis]
| family | count (synthesis) | share of synthesized area |
|---|---|---|
| and+or+nand+nor | 616 | 0.0665 |
| AOI/OAI and AO/OA | 247 | 0.0372 |
| DFF | 271 | 0.117 |
| buffers and inverters | 1483 | 0.120 |
| muxes | 19 | 0.00417 |
| adders and majority gates | 1735 | 0.612 |
| xor gates and xnor gates | 221 | 0.0419 |
[layout by cell type, fill, tap and decap left out, drive strengths merged, types with 30 or more instances in the layout]
cell type  synthesis  layout
inv             1432    1433
fa               879     879
ha               856     856
dfxtp            271     271
nor2             182     182
nor2b            162     162
xnor2            152     152
nand2            110     110
a21oi             75      75
xor2              69      69
o21ai             51      51
clkbuf            44      50
and2              44      44
buf                7      39
nor3              30      30
[cell type report]
type | instances | area, um2 | area share
Sequential cell | 271 | 5430 | 0.110
Clock buffer | 50 | 1090 | 0.0221
Timing Repair Buffer | 53 | 440 | 0.00895
Multi-Input combinational cell | 2838 | 35200 | 0.716
Tap cell | 1186 | 1480 | 0.0301
Inverter | 1432 | 5380 | 0.109
Clock inverter | 14 | 183 | 0.00371
[path summary, 6_finish.rpt]
check                      to  slack (ns)  cells past startpoint
min          blocco2.D1.z4[5]        0.43                      1
min reg2reg  blocco2.D1.z4[5]        0.43                      1
max reg2reg  blocco2.D2.q[11]        1.82                     38
max          blocco2.D2.q[11]        1.82                     38
[state kept, by name (all words and copies together) (netlist names), 12 cells and up]
name / flops
blocco2.D2.p7: 12
blocco2.D2.p0: 12
blocco2.D2.p3: 12
blocco2.D2.p1: 12
blocco2.D2.p6: 12
blocco2.D2.q: 12
blocco2.D2.p2: 12
blocco2.D1.p: 12
blocco2.D2.p4: 12
blocco2.D2.p5: 12
blocco3.m1.temp: 12
[synth_stat cells, types with 11 or more instances]
master / count
o21a_1: 12
nor2_1: 182
ha_1: 856
nor2b_1: 162
a21o_1: 26
or2_2: 11
o21ai_1: 13
o21ai_0: 36
nand3_1: 23
fa_1: 879
nor3_1: 30
or3_1: 13
inv_1: 1432
a21oi_1: 71
mux2i_1: 17
and2_1: 43
a31oi_1: 13
nand2b_1: 20
clkbuf_1: 44
o21bai_1: 12
xnor2_1: 152
nand2_1: 110
dfxtp_1: 271
xor2_1: 69
